### design/flow/config.mk
export PLATFORM = sky130hd
export DESIGN_NAME = part5
export DESIGN_NICKNAME = part5
export VERILOG_FILES = /design/flow/design.v
export SDC_FILE = /design/flow/constraint.sdc
export NUM_CORES = 4
export LEC_CHECK = 1
export CORE_AREA = 10 10 70 70
export DIE_AREA = 0 0 80 80
### design/flow/constraint.sdc
current_design part5

set clk_period 1.7
set clk_io_pct 0.2

create_clock -name clk0 -period $clk_period

set non_clock_inputs [all_inputs -no_clocks]
set_input_delay [expr $clk_period * $clk_io_pct] -clock clk0 $non_clock_inputs
set_output_delay [expr $clk_period * $clk_io_pct] -clock clk0 [all_outputs]
### design/flow/design.v
module part4 (SW, HEX0);
    input [1:0] SW;  
    output [6:0] HEX0;  
    assign HEX0[0] = SW[0] & SW[1];
    assign HEX0[1] = SW[0];
    assign HEX0[2] = (SW[0] & SW[1]) | (~SW[0] & ~SW[1]);
    assign HEX0[3] = SW[0] & SW[1];
    assign HEX0[4] = SW[0] | SW[1];
    assign HEX0[5] = ~SW[0] | SW[1];
    assign HEX0[6] = SW[0] & SW[1];
endmodule
module char_7seg (C, Display);
    input [1:0] C;  
    output [6:0] Display;  
    assign Display[0] = C[0] & C[1];
    assign Display[1] = C[0];
    assign Display[2] = (C[0] & C[1]) | (~C[0] & ~C[1]);
    assign Display[3] = C[0] & C[1];
    assign Display[4] = C[0] | C[1];
    assign Display[5] = ~C[0] | C[1];
    assign Display[6] = C[0] & C[1];
endmodule
module mux_2bit_3to1 (S, U, V, W, M);
    input [1:0] S, U, V, W;
    output [1:0] M;
    assign M[0] = (~S[1] & ((~S[0] & U[0]) | (S[0] & V[0]))) | (S[1] & W[0]);
    assign M[1] = (~S[1] & ((~S[0] & U[1]) | (S[0] & V[1]))) | (S[1] & W[1]);
endmodule
module part5 (SW, LEDR, HEX0, HEX1, HEX2);
    input [9:0] SW;  
    output [9:0] LEDR;  
    output [6:0] HEX0, HEX1, HEX2;  
    wire [1:0] M0, M1, M2;  
    mux_2bit_3to1 MX0 (SW[9:8], SW[5:4], SW[3:2], SW[1:0], M0);
    mux_2bit_3to1 MX1 (SW[9:8], SW[3:2], SW[1:0], SW[5:4], M1);
    mux_2bit_3to1 MX2 (SW[9:8], SW[1:0], SW[5:4], SW[3:2], M2);
    char_7seg Disp1 (M0, HEX2);
    char_7seg Disp2 (M1, HEX1);
    char_7seg Disp3 (M2, HEX0);
    assign LEDR = SW;
endmodule
### design/flow/run.sh
#!/bin/bash
# OpenROAD 26Q1-2900-gdf79404cd8, Yosys 0.63+post, stock flow scripts
make -C /OpenROAD-flow-scripts/flow DESIGN_CONFIG=/design/flow/config.mk WORK_HOME=/design/flow/orfs finish
==> flow_summary.toml <==
# implementation run metrics
[setup_path]
critPathLaunchType = "primary input"
worst_ep_arrival_time_ns = 1.53
path_class = "in2out"
cp_data_required_time_ns = 1.36
setup.worst_path.end_class = "output port"
crit_buf_inv = 3
path_max_fanout = 7
path_cells = "buf_12, mux2i_2, buf_4, o21ai_2, ha_2, clkdlybuf4s50_1"
slowest_delay_ns = 0.46
crit_slowest_cell = "clkdlybuf4s50_1"
cp_top_family = "buffers and inverters"

[pwr]
clkPwrFrac_pct = 0
power_frac_comb_pct = 100.0
power_mw = 0.2755
ir_worst_vdd_mv = 0.09010
power_per_cell_area_mw_per_mm2 = 274.5
pwr-share-seq_pct = 0
internal_power_mw = 0.1726
switchingPower_mw = 0.1029
leakagePower_nw = 0.5167
swShare_pct = 37.35

[cells_and_area]
area_delta_synth_final_pct = 122.2
layout-drive-gt1-share_pct = 54.74
seq_cell_count = 0
n_fill_cell = 366
stdcell_count = 141
final_cell_area_mm2 = 0.001003
final_core_util_pct = 29.38
seq_area_um2 = 0
clkbuf_count = 0
comb_area_um2 = 410.4

[drt]
avgRoutedWirePerCell_um = 12.44
drc_errors = 0
drtIter0Drc = 1
antenna_left = 0
finalWirelength_mm = 1.754
n_antenna_cell = 0
viasPerCell = 3.454
vias = 487
drt_pre_antenna_iters = 2

[worst_hold_path]
min_to = "LEDR[6]"
worstHoldPathType = "in2out"
min_path_cells = 0
hold_start = "SW[6]"

[sta]
report.final.slew_viol_count = 0
worst_pin_slew_ns = 0.2793
setup_slack_ns = -0.1732
max_freq_ghz = 0.5338
period_needed_ns = 1.873
relSlewSlack_pct = 80.85
fin_tns_setup_ns = -0.5165
hold_viol = 0
timing.hold.ws_ns = 0.6800
rsz0062_at_grt = "yes"
setup_violations = 6
min_period_over_period_pct = 110.2

[floorplanning]
io_pins = 41
rows = 21
die_h_um = 80
die_width_um = 80
fp_util_pct = 13.22
core_area_mm2 = 0.003416
chip_area_mm2 = 0.006400

[placed_design]
place_ws_ns = -0.7717
io_buffers = 37
dp_hpwl_mm = 1.264
place.gp.congestion = 0.7687
placed_cell_area_um2 = 779.5
dp_cells = 128

[global_routing]
grt_max_degree = 10
grt_pass1_wl_mm = 2.352
antenna_found_initial = 0
grt.total_usage_pct = 4.509
overflow = 0
first_global_vias = 466

[logic_synthesis]
simple_gate_share_pct = 4.986
adder_share_pct = 24.93
synth.logic.top_family = "buffers and inverters"
syn_area_per_cell_um2 = 7.405
largest_area_cell = "buf_4"
ys_warn_count = 0
ys_seq_share_pct = 0
post-synth-top-area-fraction_pct = 26.59
netlist_area_um2 = 451.7
ys_sh_aoi_pct = 16.62
ys_area_um2 = 451.7
synthCells = 61
mux_share_pct = 13.30
yosysUniqueCellTypes = 9
ys_cells = 61
synthTopCellsByArea = "buf_4 (27%), ha_1 (25%), mux2i_1 (13%), o21a_1 (10%), inv_1 (7.5%)"
xor_share_pct = 0

[clock_network]
hold_buffers = 0

[flow_run]
warning_count = 40
drv_cap = 0

[outcome]
status = "finished, violations left"
violations = "setup timing"
-- worst max-delay path by stage --
| stage | to | depth (start not counted) | slack (ns) | from |
|---|---|---|---|---|
| 4_1_cts | HEX1[4] | 6 | -0.17 | SW[8] |
| 5_1_grt | HEX0[0] | 6 | -0.21 | SW[8] |
| 6_report | HEX0[0] | 6 | -0.17 | SW[8] |
-- power groups by stage --
stage	Clock [mW]	Sequential [mW]	Combinational (mW)
after CTS	0	0	0.254
after global routing	0	0	0.307
final	0	0	0.275
-- repair_timing --
item	4_1_cts	5_1_grt
endpoints found under the setup margin	28	18
setup buffers	6	6
pin swaps	12	8
resized	74	31
hold endpoints to repair	0	0
gates cloned	1	1
-- placed cells by master (no fill, tap or decap), types with 2 or more instances in the layout --
| cell type | Yosys | routed |
|---|---|---|
| buf_2 | 1 | 6 |
| ha_2 | 0 | 3 |
| mux2i_2 | 0 | 2 |
| clkbuf_2 | 0 | 8 |
| mux2i_4 | 0 | 3 |
| buf_12 | 0 | 2 |
| buf_4 | 16 | 11 |
| clkdlybuf4s50_1 | 0 | 12 |
| o21a_1 | 6 | 6 |
| nand2_2 | 0 | 2 |
| dlymetal6s2s_1 | 0 | 6 |
| o21ai_2 | 0 | 3 |
| nand2_1 | 6 | 4 |
| buf_6 | 2 | 3 |
| o21ai_4 | 0 | 3 |
| inv_1 | 9 | 8 |
| ha_1 | 9 | 3 |
| dlygate4sd2_1 | 0 | 2 |
| ha_4 | 0 | 3 |
-- synthesized netlist by cell type --
master   count
buf_6        2
nand2_1      6
mux2i_1      6
buf_2        1
inv_1        9
o21ai_1      6
ha_1         9
o21a_1       6
buf_4       16
-- layer usage --
metal / vias up / wire [um] / global-route usage [%]
met4: 0 / 0 / 0
met2: 25 / 725 / 7.143
met5: - / 0 / 0
met3: 0 / 208 / 2.045
li1: 250 / - / -
met1: 212 / 820 / 5.824
-- kinds of logic after synthesis --
group | count (synthesis)
buf+inv | 28
compound gates | 12
fa+ha+maj | 9
mux | 6
simple gates | 6
-- final cells by class --
type,instances,share of cell area [%]
timing repair buffer,53,50.00
multi-input combinational,33,40.90
tap,46,5.736
inverter,9,3.367
No activity file was given, so power comes from the tool's default toggle rates.
